`flow/design.v`:
```
module Max3(
  input         clock,
  input         reset,
  input  [15:0] io_in1,
  input  [15:0] io_in2,
  input  [15:0] io_in3,
  output [15:0] io_out
);
  wire  _T;  
  wire  _T_1;  
  wire  _T_2;  
  wire  _T_3;  
  wire  _T_4;  
  wire  _T_5;  
  wire [15:0] _GEN_0;  
  assign _T = io_in1 > io_in2;  
  assign _T_1 = io_in1 > io_in3;  
  assign _T_2 = _T & _T_1;  
  assign _T_3 = io_in2 > io_in1;  
  assign _T_4 = io_in2 > io_in3;  
  assign _T_5 = _T_3 & _T_4;  
  assign _GEN_0 = _T_5 ? io_in2 : io_in3;  
  assign io_out = _T_2 ? io_in1 : _GEN_0;  
endmodule
```
`flow/run.sh`:
```
#!/bin/bash
# OpenROAD 26Q1-2900-gdf79404cd8, Yosys 0.63+post, stock flow scripts
make -C /OpenROAD-flow-scripts/flow DESIGN_CONFIG=/design/flow/config.mk WORK_HOME=/design/flow/orfs finish
```
`flow/config.mk`:
```
export PLATFORM = sky130hd
export DESIGN_NAME = Max3
export DESIGN_NICKNAME = Max3
export VERILOG_FILES = /design/flow/design.v
export SDC_FILE = /design/flow/constraint.sdc
export NUM_CORES = 4
export LEC_CHECK = 1
export CORE_AREA = 10 10 113 113
export DIE_AREA = 0 0 123 123
```
`flow/constraint.sdc`:
```
current_design Max3

set clk_period 8.6
set clk_io_pct 0.2

create_clock -name clk0 -period $clk_period

set non_clock_inputs [all_inputs -no_clocks]
set_input_delay [expr $clk_period * $clk_io_pct] -clock clk0 $non_clock_inputs
set_output_delay [expr $clk_period * $clk_io_pct] -clock clk0 [all_outputs]
```
==> run notes <==
• finished, final reports clean — result of the run
• 6.88 ns — data required time at the worst endpoint
• 15.3% — starting utilization of the core area
• 17 — pin count of the biggest net entering global routing
• 6.67% — share of layout cells above drive strength 1
• 5.17 ns — arrival time reported for the critical path endpoint
• 0 — total global routing overflow
• 14.9 um — WL per Instance
• 1580 um^2 — Post-Syn Area
• 37 — Core Rows
• 36 — number of distinct library cells after synthesis
• 6.89 ns — post-layout min period
• 1400 um^2 — Comb gate area
• 5220 um — sum of net half-perimeters after detailed placement
• 1,849 — via count of the first global-routing pass
• 0.870 ns — actual slew at the worst max-slew pin
• 0 — number of flip-flops and latches
• 0 ns — summed negative setup slack over all endpoints
• 0 — Post-CTS Setup Bufs
• 210 — count of mapped cells out of synthesis
• 4 — Detailed Routing Iterations Pass 1
• 15,100 um^2 — die footprint
• io_out[4] — end point of the critical path
• 0 — antenna violations before repair
• 123 um — vertical die size
• 123 um — Chip Width
• 49 — First DRT Iteration DRCs
• input port — kind of start point of the critical path
• 9640 um — first-pass GRT wire length
• io_in1[13] — launch point of the worst path
• 16 — largest fanout on the critical path
• 7.89% — Total GRT Usage
• 1,785 — Vias
• 66 — Boundary Pins
• 22.4 uV — highest ir drop seen on vdd
• 0 — Post-DRT Antenna Nets
• 406 — Placed Instances
• 0% — Synth Seq Share
• 7.53 um^2 — post-synthesis area per instance
• 0 — number of cells upsized or downsized after cts
• 0 um^2 — combined flip-flop and latch cell area
• 64 — port bufs
• sky130_fd_sc_hd__clkdlybuf4s50_1 — top logic cell by instance count in the layout
• 1,113 — tally of filler cells in the layout
• 0.867 — final weighted congestion in routability-driven placement
• 0 — quantity of hold-fixing buffers added after cts
• 0 — Diodes inserted
• 10,300 um^2 — core box area
• 42.0% — Relative slew margins
• 406 — filler-free cell count of the finished design
• 64.2 nW/um^2 — cell area power density
• 50.6% — signed area change from the synthesized netlist to the final layout
• input port to primary output — Setup CP Type
• primary output — Crit. End Element
• 80.2% — share of the clock period used by the worst path
• 34 — OpenROAD warnings
• 0 — Ys Warns
• 0 — endpoints failing hold
• 0 — detailed-route DRC error count
• 0 — number of clock buffers in the layout
• 0 — final setup vio count
• 0.145 GHz — upper clock frequency limit
• input port to primary output — Hold Path Class
• 4.40 — post-detailed-route via-to-cell ratio
• 1580 um^2 — yosys stat chip area
• sky130_fd_sc_hd__clkdlybuf4s50_1, sky130_fd_sc_hd__ha_1, sky130_fd_sc_hd__inv_1 — most numerous logic cells after layout
• no — unrepaired setup endpoints after global routing
• 0 — Max Cap Viol
• 0 — final max-slew violation count
• 210 — number of standard cells reported by yosys
• io_in3[1] — start point of the worst min-delay path
• 6040 um — Routed Wire Length
• 0.00103 uW — static leakage power
[worst min path at each step]
| stage | endpoint | slack (ns) | cells past startpoint |
|---|---|---|---|
| finish | io_out[1] | 4.45 | 4 |
| CTS | io_out[1] | 4.46 | 4 |
| global route | io_out[11] | 4.49 | 4 |
[power breakdown]
group	switching (uW)	total, uW	leakage [uW]	internal (uW)
registers	0	0	0	0
clock network	0	0	0	0
logic	71.4	153	0.00103	81.4
total	71.4	153	0.00103	81.4
[area by class of cell]
type | count | area share [%]
tap | 136 | 7.15
timing repair buffer | 69 | 28.5
inverter | 34 | 5.36
multi-input combinational | 167 | 59.0
[synthesized netlist by cell type, types with 4 or more instances]
master,n,area [um^2]
sky130_fd_sc_hd__ha_1,48,601
sky130_fd_sc_hd__inv_1,34,128
sky130_fd_sc_hd__nor3_1,32,160
sky130_fd_sc_hd__a21oi_1,15,75.1
sky130_fd_sc_hd__a311oi_2,10,150
sky130_fd_sc_hd__nand2_1,8,30.0
sky130_fd_sc_hd__nand4_1,8,50.1
sky130_fd_sc_hd__a311oi_1,7,61.3
sky130_fd_sc_hd__clkbuf_1,4,15.0
sky130_fd_sc_hd__nor2_1,4,15.0
sky130_fd_sc_hd__nor4_1,4,25.0
[through the flow]
step / utilization, % / instance area [um^2] / setup WS [ns] / total power, uW / hold WS [ns]
CTS: 23.1 / 2380 / 1.68 / 154 / 4.46
finish: 23.1 / 2380 / 1.71 / 153 / 4.45
global placement: 23.1 / 2380 / 1.73 / 152 / 4.46
global route: 23.1 / 2380 / 1.45 / 170 / 4.49
floorplan: - / 1580 / 3.12 / 75.5 / 3.51
detailed placement: 23.1 / 2380 / 1.71 / 153 / 4.45
[cell families after synthesis]
| kind of cell | synth area share (%) |
|---|---|
| buffers and inverters | 11.6 |
| and+or+nand+nor | 22.1 |
| adders and majority gates | 38.0 |
| AOI/OAI and AO/OA | 28.3 |
[worst max-delay path, stage by stage]
cell and delay (ns):
sky130_fd_sc_hd__clkdlybuf4s50_1 0.53, sky130_fd_sc_hd__inv_1 0.06, sky130_fd_sc_hd__ha_1 0.30, sky130_fd_sc_hd__nand4_1 0.15, sky130_fd_sc_hd__nor4_1 0.48, sky130_fd_sc_hd__a21boi_1 0.32, sky130_fd_sc_hd__nor4_2 0.08, sky130_fd_sc_hd__or2_1 0.56
sky130_fd_sc_hd__a311oi_1 0.43, sky130_fd_sc_hd__clkdlybuf4s50_1 0.54
[metal layers]
layer / vias up / wire length [um] / GRT usage (%)
met1: 800 / 2730 / 10.6
met4: 0 / 41 / 0.728
met2: 53 / 2670 / 12.6
met5: - / 0 / 0
met3: 4 / 597 / 2.54
li1: 928 / - / -
Power and IR drop assume default switching activity.
