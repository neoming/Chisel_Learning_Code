===== ./design.v =====
module ClockExamples(
  input        clock,
  input        reset,
  input  [9:0] io_in,
  input        io_alternateReset,
  input        io_alternateClock,
  output [9:0] io_outImplicit,
  output [9:0] io_outAlternateReset,
  output [9:0] io_outAlternateClock,
  output [9:0] io_outAlternateBoth
);
  reg [9:0] imp;  
  reg [31:0] _RAND_0;
  reg [9:0] _T;  
  reg [31:0] _RAND_1;
  reg [9:0] _T_1;  
  reg [31:0] _RAND_2;
  reg [9:0] _T_2;  
  reg [31:0] _RAND_3;
  assign io_outImplicit = imp;  
  assign io_outAlternateReset = _T;  
  assign io_outAlternateClock = _T_1;  
  assign io_outAlternateBoth = _T_2;  
  always @(posedge clock) begin
    if (reset) begin
      imp <= 10'h0;
    end else begin
      imp <= io_in;
    end
    if (io_alternateReset) begin
      _T <= 10'h0;
    end else begin
      _T <= io_in;
    end
  end
  always @(posedge io_alternateClock) begin
    if (reset) begin
      _T_1 <= 10'h0;
    end else begin
      _T_1 <= io_in;
    end
    if (io_alternateReset) begin
      _T_2 <= 10'h0;
    end else begin
      _T_2 <= io_in;
    end
  end
endmodule

===== ./run.sh =====
#!/bin/bash
# OpenROAD 26Q1-2900-gdf79404cd8, Yosys 0.63+post, stock flow scripts
make -C /OpenROAD-flow-scripts/flow DESIGN_CONFIG=/design/flow/config.mk WORK_HOME=/design/flow/orfs finish

===== ./config.mk =====
export PLATFORM = sky130hd
export DESIGN_NAME = ClockExamples
export DESIGN_NICKNAME = ClockExamples
export VERILOG_FILES = /design/flow/design.v
export SDC_FILE = /design/flow/constraint.sdc
export NUM_CORES = 4
export LEC_CHECK = 1
export CORE_AREA = 10 10 85 85
export DIE_AREA = 0 0 95 95

===== ./constraint.sdc =====
current_design ClockExamples

set clk_period 1.0
set clk_io_pct 0.2

create_clock -name clk0 -period $clk_period [get_ports {clock}]
create_clock -name clk1 -period $clk_period [get_ports {io_alternateClock}]

set non_clock_inputs [all_inputs -no_clocks]
set_input_delay [expr $clk_period * $clk_io_pct] -clock clk0 $non_clock_inputs
set_output_delay [expr $clk_period * $clk_io_pct] -clock clk0 [all_outputs]

==> impl_metrics.toml <==
# implementation run metrics
[setup_path]
cp_top_family = "flip-flops"
worstPathArrival_ps = 750
slowest_delay_ps = 310
critPathRequiredTime_ps = 800
path_buffers = 1
worst_setup_path_end_kind = "output port"
cpMaxStageDelayCell = "dfxtp_1"
cp_cell_sequence = "clkdlybuf4s15_1"
cp-start-kind = "register"
cp_max_fo = 1
crit_type = "register to output port"

[pwr]
total_power_w = 0.00316
ir_drop_mv = 0.683
static-leakage-power_nw = 0.685
p_per_area_nw_per_um2 = 1880

[timing]
relSlewSlack = 0.899
whs_ps = 529
setup_viol = 0
worstMarginPinSlew_ps = 150
slew_viol_final = 0
hold_viol_final = 0
rsz0062_at_grt = "false"

[synthesis]
ys_cells = 60
syn_area_um2 = 926
synth-seq-cells = 40
avgSynthCellArea_um2 = 15.4
synthDistinctLibCells = 2
syn-instance-count = 60
ys_seq_share = 0.865
ys_chip_area_um2 = 926
ys.warnings.count = 1

[route]
ant_nets = 0
drc = 0
drtPass1Iterations = 2
avgRoutedWirePerCell_um = 12.4
n_antenna_cell = 0
vias = 613
totalWireLength_um = 2430
drt_iter0_markers = 9
via_per_inst = 3.13

[final_layout]
final_cells = 196
fillCellCount = 560
areaGrowthSynthToFinish_pct = 82.0
drive_gt1_frac = 0.153

[status]
status = "finished, final reports clean"

[clock_tree]
clk_pin_slew_ps = 80
cts_hold_buf = 0
cts_tree = "built"
post_cts_buffers = 0
clock-sinks = 40

[placement]
place.gp.congestion = 0.671
io_buffers = 52
dpl.cell_count = 188

[floorplanning]
die-area_um2 = 9030
core_area_um2 = 5470
dieHeight_um = 95
io_pins = 54
rows = 27
die_w_um = 95
initCoreUtil = 0.169

[flow_run]
max_cap_violations = 0
warning_count = 26

[grt]
grt.total_usage = 0.0541
grt_overflow = 0
grt_pass1_vias = 680
grt_pass1_wl_um = 3620
grt_max_degree = 12
antenna_found_initial = 0

[min_path]
hold_class = "input port to register"
[repair_timing]
item | 4_1_cts | 5_1_grt
endpoints found under the setup margin | 40 | 16
gates resized | 68 | 19
pin swaps | 0 | 0
[kinds of logic after synthesis]
logic type,synth area share
flops,0.865
simple gates,0.135
[Yosys cell counts]
master	instances	area, um2
nor2b_1	20	125
dfxtp_1	40	801
[placed cells by master, fill, tap and decap left out, drive strengths merged]
| cell | instances |
|---|---|
| buf | 4 |
| clkbuf | 8 |
| clkdlybuf4s15 | 40 |
| clkdlybuf4s50 | 12 |
| dfxtp | 40 |
| nor2b | 20 |
[flip-flops by register name, indices dropped and copies added (netlist names)]
| name | count |
|---|---|
| imp | 10 |
| _T_1 | 10 |
| _T_2 | 10 |
| _T | 10 |
[per-layer routing]
| layer | up-vias | track usage | wire (um) |
|---|---|---|---|
| li1 | 308 | - | - |
| met1 | 275 | 0.0541 | 852 |
| met2 | 28 | 0.0973 | 1270 |
| met3 | 2 | 0.0304 | 294 |
| met4 | 0 | 0.00873 | 12 |
| met5 | - | 0 | 0 |
[final cells by class]
type,instances,area (um2),area share
clock buffer,8,110,0.0653
multi-input combinational,20,125,0.0742
sequential,40,810,0.480
tap,72,90.1,0.0535
timing repair buffer,56,551,0.327
[metrics by stage]
step	setup TNS [ps]	setup WS, ps	instance area (um2)	utilization
2_1_floorplan	0	538	926	-
3_3_place_gp	-635	-54.0	1570	0.286
3_5_place_dp	-1160	-51.7	1570	0.286
4_1_cts	0	0.0610	1660	0.304
5_1_grt	0	0.680	1690	0.308
6_report	0	49.4	1690	0.308
[final timing paths]
path / endpoint / start / depth (start not counted) / slack [ps]
max in group clk1: _T_2[6]$_DFF_P_ / io_alternateReset / 3 / 230
min in group clk1: _T_1[5]$_DFF_P_ / io_in[5] / 2 / 530
worst max-delay path: io_outAlternateBoth[0] / _T_2[0]$_DFF_P_ / 1 / 50
worst min-delay path: imp[3]$_DFF_P_ / io_in[3] / 2 / 530
[where the power goes]
group	switching (W)	leakage, nW	total (W)	internal, W
clock network	0.000538	0.0575	0.00124	0.000700
registers	0.0000190	0.335	0.00170	0.00168
logic	0.0000569	0.292	0.000223	0.000166
total	0.000614	0.685	0.00316	0.00255
Power and IR drop assume default switching activity.
