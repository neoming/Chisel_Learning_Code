## design/flow/design.v

```verilog
module Sort4(
  input         clock,
  input         reset,
  input  [15:0] io_in0,
  input  [15:0] io_in1,
  input  [15:0] io_in2,
  input  [15:0] io_in3,
  output [15:0] io_out0,
  output [15:0] io_out1,
  output [15:0] io_out2,
  output [15:0] io_out3
);
  wire  _T;  
  wire [15:0] row10;  
  wire [15:0] row11;  
  wire  _T_1;  
  wire [15:0] row12;  
  wire [15:0] row13;  
  wire  _T_2;  
  wire [15:0] row20;  
  wire [15:0] row23;  
  wire  _T_3;  
  wire [15:0] row21;  
  wire [15:0] row22;  
  wire  _T_4;  
  wire  _T_5;  
  assign _T = io_in0 > io_in1;  
  assign row10 = _T ? io_in1 : io_in0;  
  assign row11 = _T ? io_in0 : io_in1;  
  assign _T_1 = io_in2 > io_in3;  
  assign row12 = _T_1 ? io_in3 : io_in2;  
  assign row13 = _T_1 ? io_in2 : io_in3;  
  assign _T_2 = row10 > row13;  
  assign row20 = _T_2 ? row13 : row10;  
  assign row23 = _T_2 ? row10 : row13;  
  assign _T_3 = row11 > row12;  
  assign row21 = _T_3 ? row12 : row11;  
  assign row22 = _T_3 ? row11 : row12;  
  assign _T_4 = row20 > row21;  
  assign _T_5 = row22 > row23;  
  assign io_out0 = _T_4 ? row21 : row20;  
  assign io_out1 = _T_4 ? row20 : row21;  
  assign io_out2 = _T_5 ? row23 : row22;  
  assign io_out3 = _T_5 ? row22 : row23;  
endmodule
```

## design/flow/run.sh

```bash
#!/bin/bash
# OpenROAD 26Q1-2900-gdf79404cd8, Yosys 0.63+post, stock flow scripts
make -C /OpenROAD-flow-scripts/flow DESIGN_CONFIG=/design/flow/config.mk WORK_HOME=/design/flow/orfs finish
```

## design/flow/config.mk

```make
export PLATFORM = sky130hd
export DESIGN_NAME = Sort4
export DESIGN_NICKNAME = Sort4
export VERILOG_FILES = /design/flow/design.v
export SDC_FILE = /design/flow/constraint.sdc
export NUM_CORES = 4
export LEC_CHECK = 1
export CORE_UTILIZATION = 40
```

## design/flow/constraint.sdc

```tcl
current_design Sort4

set clk_period 28.1
set clk_io_pct 0.2

create_clock -name clk0 -period $clk_period

set non_clock_inputs [all_inputs -no_clocks]
set_input_delay [expr $clk_period * $clk_io_pct] -clock clk0 $non_clock_inputs
set_output_delay [expr $clk_period * $clk_io_pct] -clock clk0 [all_outputs]
```

==> run summary <==
Status of the implementation.

- The run finished with clean final reports.
- By startpoint and endpoint, the worst setup path is classified as in2out.
- The count of nets left with antenna violations after detail routing is 0, for reference.
- The first TritonRoute pass finished after 5 iterations.
- The critical path's slowest stage uses the library cell sky130_fd_sc_hd__a32oi_4.
- In this run the worst hold path is classified as in2out.
- The largest driver fanout on the critical path is 28, for reference.
- The post-CTS resize count is 0, for reference.
- The largest net degree at the start of global routing is 35, for reference.
- The stat command in Yosys gives a chip area of between 4000 and 5000 um^2.
- The number of antenna violations at the first check in global routing is 0.
- The final worst-path cycle share is just over 70%, for reference.
- The number of distinct library cells after synthesis is around 46, for reference.
- The number of cells in the yosys synthesis report is ~580, for reference.
- The layout clock buffer count is 0, for reference.
- Detailed placement finished with a half-perimeter wire length of 11940 um.
- The region available for standard cell placement spans around 11000 um^2.
- The clock period could shrink to ~20 ns.
- STA puts the critical path data arrival time at about 15 ns.
- The floorplan has 39 rows.
- The logs give a warning total of 34.
- The final design instance area without fill is 6132 um^2, for reference.
- The count of unresolved DRC violations after routing is 0, for reference.
- The final count of hold timing violations is 0, for reference.
- The worst voltage drop across the vdd grid is slightly below 0.05 mV, for reference.
- There are 0 flip-flops and latches.
- Total global-route track usage over all layers is a little under a quarter.
- Across the run, the number of max-cap violations was 0.
- The detailed router reported a total wirelength of roughly 14000 um.
- After synthesis, the cell types taking the most area are sky130_fd_sc_hd__ha_1, sky130_fd_sc_hd__mux2i_1, sky130_fd_sc_hd__mux2_2.
- The worst setup path is captured at a primary output.
- The count of final setup violators is 0, for reference.
- Max-slew check failures listed in the final report amount to 0.
- The wire length per cell is 16.09 um, for reference.
- The area share of the largest cell type after synthesis is between 20% and 30%, for reference.
- The final estimated routing congestion in global placement is roughly 0.89, for reference.
- The critical path startpoint category is an input port, for reference.
- The largest single stage delay on the critical path is a little under 0.8 ns.
- The total standard cell area after synthesis is 4672 um^2, for reference.
- The max-slew check reports its worst relative slack as 46.30%.
- The antenna diode instance count is 0, for reference.
- For this block, the initial DRC count from the detailed router was about 180.
- Dividing total power by cell area gives a power density of approximately 63 nW/um^2.
- Setup total negative slack on the finished layout was measured at 0 ns.
- The via count is roughly 4.4k, for reference.
- After synthesis, the mean cell area works out to 8.000 um^2.
- The chip footprint is 12120 um^2, for reference.
- The total grt overflow is 0, for reference.
- The chip height is about 110 um, for reference.
- The leakage component of the power is 3.060 nW, for reference.
- The post-CTS setup repair buffer count is 0, for reference.
- Input and output buffers added on the ports amount to between 100 and 150.
- The data required time at the worst endpoint is 22.48 ns, for reference.
- The transition time at the pin with the least slew margin is 0.8055 ns, for reference.
- The fraction of layout instances using a drive strength above 1 is a little over a tenth, for reference.
- After clock tree synthesis, the flow added hold-fix buffers numbering 0.
- For this configuration, the core starts out at a cell density of roughly two fifths.
- The first global-routing pass estimated around 21000 um of wire.
- Static timing analysis puts the maximum clock frequency at 49.28 MHz.
- The via count of the first global-routing pass came to roughly 4.0k.
- After detailed routing, the number of vias per cell comes to between 5 and 6.
- The cell type that accounts for the most area after synthesis is sky130_fd_sc_hd__ha_1.
- The instance count along the most critical hold path is 5, for reference.
- The post-place instance area is roughly 6000 um^2, for reference.
- Setup repair after global routing left no endpoint under its margin.
- The sequential standard cell area is 0 um^2, for reference.
- The horizontal extent of the die is approximately 110 um, for reference.
- The I/O pin count is about 130, for reference.
- The post-synthesis to final-layout area growth is 31.25%, for reference.
- The synthesized instance count is roughly 580, for reference.
- The share of the yosys chip area belonging to registers is 0%, for reference.
- The number of warnings reported in the yosys synthesis log is 0, for reference.
[final timing paths]
path	to	startpoint
hold / removal	io_out3[10]	io_in1[10]
setup / recovery	io_out2[4]	io_in1[13]
[where the power goes]
group          switching [mW]  total (mW)  internal [mW]
Combinational           0.160       0.386          0.226
Sequential                  0           0              0
Clock                       0           0              0
Total                   0.160       0.386          0.226
[worst max-delay path: cells and delay by family]
family	cells	cell delay (ns)
AND-OR/OR-AND	17	3.88
buffers and inverters	8	2.24
AND/OR/NAND/NOR	4	1.11
multiplexers	3	0.98
adder cells (fa/ha/maj)	3	0.77
[final cells by class]
type	count	area (um^2)
tap	143	178.9
timing repair buffer	135	1334
multi-input combinational	472	4274
inverter	92	345.3
fill	1079	5286
[metrics by stage]
step	hold slack [ns]	total power, mW	cells	util [%]	worst slack (ns)
final	12.61	0.3862	842	53.70	7.808
after floorplan	11.56	0.2189	584	-	10.47
after CTS	12.63	0.3911	842	53.70	7.840
after global placement	12.63	0.3855	842	53.70	7.995
after detailed placement	12.63	0.3877	842	53.70	7.888
after global routing	12.68	0.4339	842	53.70	7.189
[Yosys cell counts, drive strengths merged (7+ instances only)]
| cell | count |
|---|---|
| mux2i | 98 |
| ha | 92 |
| inv | 92 |
| mux2 | 65 |
| a21oi | 57 |
| nor2 | 39 |
| o21ai | 22 |
| nand2 | 16 |
| nand4 | 14 |
| clkbuf | 13 |
| a21o | 12 |
| nor2b | 12 |
| buf | 7 |
| nor3 | 7 |
[metal layers]
layer,global-route usage [%],routed length [um],up-vias
li1,-,-,2332
met1,29.72,6009,1929
met2,42.28,6856,94
met3,0.5392,426,12
met4,4.190,256,0
met5,0,0,-
[cell usage in the layout, fill, tap and decap left out, types with 2 or more instances in the layout]
cell,n
sky130_fd_sc_hd__clkdlybuf4s50_1,128
sky130_fd_sc_hd__mux2i_1,98
sky130_fd_sc_hd__inv_1,92
sky130_fd_sc_hd__ha_1,92
sky130_fd_sc_hd__a21oi_1,56
sky130_fd_sc_hd__nor2_1,38
sky130_fd_sc_hd__mux2_2,34
sky130_fd_sc_hd__mux2_4,23
sky130_fd_sc_hd__o21ai_0,21
sky130_fd_sc_hd__nand2_1,16
sky130_fd_sc_hd__nand4_1,13
sky130_fd_sc_hd__nor2b_1,12
sky130_fd_sc_hd__a21o_1,12
sky130_fd_sc_hd__mux2_1,8
sky130_fd_sc_hd__nor3_1,7
sky130_fd_sc_hd__buf_4,7
sky130_fd_sc_hd__and4_1,4
sky130_fd_sc_hd__nand2b_1,4
sky130_fd_sc_hd__o21a_1,3
sky130_fd_sc_hd__o211a_1,2
sky130_fd_sc_hd__a32oi_4,2
sky130_fd_sc_hd__o211ai_1,2
sky130_fd_sc_hd__and3_1,2
sky130_fd_sc_hd__nand3_1,2
sky130_fd_sc_hd__xor2_1,2
[logic make-up (layout without fill, tap and decap cells)]
group	after synthesis	in the layout	synth area share [%]
AND-OR/OR-AND	109	109	14.81
buffers and inverters	112	227	9.722
multiplexers	163	163	38.51
AND/OR/NAND/NOR	104	104	11.54
XOR/XNOR	3	3	0.5625
adder cells (fa/ha/maj)	93	93	24.85
Power is estimated from default activity; no workload was simulated.
